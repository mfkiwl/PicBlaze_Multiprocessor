==> flow/design.v <==
`timescale 1ns / 1ps
module cicles_counter(
	reset,
	enable,
	clk,
	cicles_count
    );
input reset;
input enable;
input clk;
output reg [7:0]cicles_count;
always@(negedge clk)
	begin
		if(enable != 0)
			cicles_count = cicles_count + 1; 
		if(reset == 1)
			cicles_count = 0;
	end
endmodule
==> flow/run.sh <==
#!/bin/bash
# OpenROAD 26Q1-2900-gdf79404cd8, Yosys 0.63+post, stock flow scripts
make -C /OpenROAD-flow-scripts/flow DESIGN_CONFIG=/design/flow/config.mk WORK_HOME=/design/flow/orfs finish
==> flow/config.mk <==
export PLATFORM = sky130hd
export DESIGN_NAME = cicles_counter
export DESIGN_NICKNAME = cicles_counter
export VERILOG_FILES = /design/flow/design.v
export SDC_FILE = /design/flow/constraint.sdc
export NUM_CORES = 4
export LEC_CHECK = 1
export CORE_AREA = 10 10 70 70
export DIE_AREA = 0 0 80 80
==> flow/constraint.sdc <==
current_design cicles_counter

set clk_period 2.5
set clk_io_pct 0.2

create_clock -name clk0 -period $clk_period [get_ports {clk}]

set non_clock_inputs [all_inputs -no_clocks]
set_input_delay [expr $clk_period * $clk_io_pct] -clock clk0 $non_clock_inputs
set_output_delay [expr $clk_period * $clk_io_pct] -clock clk0 [all_outputs]
==> reports/summary.txt <==
vias post-DR = 363
critical path's largest stage delay = 0.31 ns
initial drt markers = 0
Clock Tree Buf Depth = 2
DRC = 0
total negative slack = 0 ns
Synth Seq Share = 45.6%
Seq. cell area = 170 um^2
CTS tree = yes
top logic cell by instance count in the layout = buf_4
largest net degree at the start of global routing = 9
vias in the first global route = 377
min-delay src = cicles_count[7]
Worst Setup Path Type = flop to primary output
share of cells above drive strength 1 = 46.3%
hold endpoint = cicles_count[7]
FP Rows = 21
unrepaired setup endpoints after global routing = true
number of buffers created by CTS = 3
PortBufs = 10
relative max-transition margin = 80.3%
Synth flops = 8
Placed Cells incl. Taps = 102
Worst Hold Depth = 3
dpl hpwl = 685 um
slowest CP cell = dfxtp_2
routed wire length = 884 um
Syn Inst Count = 38
Init Core Util = 10.3%
# H-tree levels = 1
Worst-Skew Late Latency = 0.32 ns
RD Place Congestion = 0.705
startpoint types = flop
worst min path class = flop to flop
Yosys Instances = 38
reg2reg end = cicles_count[6]
final hold viol count = 0
R2R cell count = 5
CP Cell Sequence = buf_2
Clock transition at path regs = 0.04 ns
family with the most delay on the worst path = flip-flops
critical path startpoint = cicles_count[2]
area delta synth->final = 70.1%
worst path required time = 2.00 ns
Log Warnings = 34
pre-CTS setup slack = -0.519 ns
Ant. Diodes = 0
Final Skew = 0.0119 ns
routed vias/inst = 3.21
Avg Inst Size Synth = 9.25 um^2
die width = 80 um
Slew @ Worst Pin = 0.294 ns
most numerous logic cells after layout = buf_4 (11), inv_1 (8), dfxtp_2 (8), buf_2 (8), nor2_1 (5)
crit end category = primary output
Vert. Die Dim = 80 um
initial antenna violation count = 0
Pwr Density = 518 nW/um^2
root buffer cell = clkbuf_4
Fill cells = 403
WP data arrival = 1.98 ns
post-synth cell types = 16
grt total ovfl = 0
Final setup viols = 0
status = completed
core area = 3420 um^2
Tot GR Track Use = 2.77%
Buf+Inv Stages, Crit Path = 1
die area = 6400 um^2
Avg WL per Cell = 7.82 um
final std cells w/o fill = 113
logic area = 176 um^2
Post-Syn Area = 352 um^2
number of detailed-route iterations in the first pass = 1
# hold bufs at CTS = 0
total power draw = 0.310 mW
peak supply drop = 0.275 mV
global-route wire length before repair = 1.45 mm
Largest register FFs = 8
Pleak = 0.288 nW
max cap viols = 0
Yosys warning count = 1
area reported by Yosys stat = 352 um^2
CTS sink cnt = 8
Final Max-Slew Violation Tally = 0
crit-path max FO = 2
fin util = 17.5%
I/O pin count = 11
FF-to-FF Start = cicles_count[0]
setup slack, reg-to-reg = 1.19 ns
Final ANT Viol Nets = 0
final setup margin = 0.0190 ns
Crit path depth = 1
[how the worst max path moves through the flow]
stage         slack, ns              end
CTS              0.0002  cicles_count[2]
global route      -0.03  cicles_count[2]
finish             0.02  cicles_count[2]
[cells in the mapped netlist]
cell,instances,area (um^2)
nand4_1,2,12.5
ha_1,1,12.5
inv_1,1,3.75
nor2_1,5,18.8
or3_1,3,18.8
a21oi_1,3,15.0
buf_1,1,3.75
nand2_1,2,7.51
buf_4,1,7.51
nand4_4,1,21.3
dfxtp_1,8,160
xor2_1,3,26.3
mux2i_1,1,10.0
xnor2_1,1,8.76
o21ai_0,3,15.0
nand3_1,2,10.0
[report_power, final]
part           total (mW)  switching [mW]  internal, mW
clock network       0.148          0.0762        0.0722
registers           0.135         0.00166         0.133
logic              0.0271          0.0128        0.0143
[per-stage QoR]
step | hold slack [ns] | instance area, um^2
CTS | 0.599 | 594
global placement | 0.592 | 573
global route | 0.606 | 598
finish | 0.594 | 598
detailed placement | 0.602 | 573
floorplan | 0.445 | 355
[layout make-up]
cell class	instances	share of cell area [%]
Timing Repair Buffer	21	23.6
Multi-Input combinational cell	27	29.5
Sequential cell	8	28.5
Clock inverter	8	5.02
Tap cell	46	9.62
Clock buffer	3	3.77
[layer usage]
metal | vias up | global-route usage (%) | wire length (um)
li1 | 193 | - | -
met1 | 156 | 3.43 | 477
met2 | 12 | 3.29 | 319
met3 | 2 | 2.05 | 74
met4 | 0 | 1.58 | 13
met5 | - | 0 | 0
[what timing repair did]
action,CTS,global route
setup endpoints to repair,14,8
setup buffers,1,0
resized,30,3
endpoints found under the hold margin,0,0
[kinds of logic after synthesis]
logic type | share of synthesized area [%]
AND-OR/OR-AND | 8.54
XOR/XNOR | 9.97
adder cells (fa/ha/maj) | 3.56
buffers and inverters | 4.27
flip-flops | 45.6
multiplexers | 2.85
AND/OR/NAND/NOR | 25.3
Power and IR drop assume default switching activity.
