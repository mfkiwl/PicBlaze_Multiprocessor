===== /design/flow/config.mk =====
export PLATFORM = sky130hd
export DESIGN_NAME = Reloj
export DESIGN_NICKNAME = Reloj
export VERILOG_FILES = /design/flow/design.v
export SDC_FILE = /design/flow/constraint.sdc
export NUM_CORES = 4
export LEC_CHECK = 1
export CORE_UTILIZATION = 30

===== /design/flow/constraint.sdc =====
current_design Reloj

set clk_period 3.2
set clk_io_pct 0.2

create_clock -name clk0 -period $clk_period [get_ports {clk}]

set non_clock_inputs [all_inputs -no_clocks]
set_input_delay [expr $clk_period * $clk_io_pct] -clock clk0 $non_clock_inputs
set_output_delay [expr $clk_period * $clk_io_pct] -clock clk0 [all_outputs]

===== /design/flow/design.v =====
`timescale 1ns / 1ps
module Reloj(
    input clk,
    output reg reloj_reducido
    );
reg [255:0]contador;
always @(posedge clk)
	begin 
	if(contador<200000) 
		begin 
			contador = contador+1;
		end
	else begin 
			contador = 0;
			if(reloj_reducido==1)reloj_reducido=0;else reloj_reducido=1;
		end
	end
endmodule

===== /design/flow/run.sh =====
#!/bin/bash
# OpenROAD 26Q1-2900-gdf79404cd8, Yosys 0.63+post, stock flow scripts
make -C /OpenROAD-flow-scripts/flow DESIGN_CONFIG=/design/flow/config.mk WORK_HOME=/design/flow/orfs finish

==> deck_impl_summary.md <==
Synthesis and Place & Route Summary

Worst setup path
  • Path type of the worst setup path: reg2reg
  • Crit path depth: 5
  • Worst setup EP type: register
  • Worst EP required: roughly 3.5 ns
  • CP max FO: 11
  • CP startpoint kind: register
  • Ordered list of cells on the worst path: nor4_1, nand4_1, or4_1, nand3b_4, or2_2
  • Critical path buffer and inverter count: 0
  • CP max stage cell: or4_1
  • Crit path max-delay family: simple AND/OR/NAND/NOR gates
  • CP max stage delay: 0.70 ns
  • Critical Path AT: 2.64 ns
  • Reg2reg path depth: 5

Place
  • Gp weighted congestion: 0.727
  • Post-detail-place hpwl: 4160 microns
  • Dpl cells: between 900 and 1,000
  • Dpl ws: 0.795 ns
  • Area of placed instances: approximately 7400 sq um
  • IO Port Bufs: 1

Hold path
  • Worst hold path type: reg2reg
  • Min-Delay Path Depth: 1

Finish
  • Final Util: 40.6%
  • Post-route cell area: a little over 8000 sq um
  • Layout Area Growth over Synthesis: 32.8%
  • Gate Area: 1870 sq um
  • Fin cells: between 900 and 1,000
  • Layout cells sized above 1: 8.08%
  • FF/Latch Area: 5150 sq um
  • Layout fillers: roughly 1,900

Power and ir drop
  • Maximum vdd drop: ~0.00031 V
  • Logic gate share of total power: 0.7%
  • Sw frac: around a fifth
  • Tot Pwr: 6.19 mW
  • Clock Power Share: 44.3%
  • NetSw: 1.19 mW
  • Flop pwr share: 55.0%
  • Pint: between 5 and 6 mW
  • Pwr dens: 753 nW/um^2
  • Leak Pwr: 3.47 nW

Timing
  • Setup Skew: 0.0178 ns
  • Slew Viols, Final: 0
  • Final Hold Fails: 0
  • Slew headroom: 59.1%
  • Worst-Margin Slew: a little over 0.6 ns
  • RSZ-0062 raised after global routing: false
  • Tcrit/Tclk final: 74.0%
  • Final setup viols: 0
  • Setup TNS: 0 ns
  • Max Clock Freq: between 400 and 500 MHz
  • Fin crit period: 2.37 ns
  • Final WS setup: 0.831 ns
  • Hold Slack: a little under 0.5 ns

Global route
  • Gr usage total: 7.12%
  • Vias in the first global route: 2,985
  • Gr ovfl total: 0
  • Largest net degree at the start of global routing: 16
  • Initial antenna violation count: 0
  • Global-route wire length before repair: ~12,000 microns

Detailed routing
  • Total Routed Length: 6730 microns
  • Antenna-violating nets left: 0
  • Pre-antenna DRT Iters: 4
  • Wire per inst: 6.99 microns
  • ANT cells: 0
  • # DRC: 0
  • DRT iter0 DRCs: 112
  • Vias per std cell: 3.21
  • Routed vias: 3,094

Clock network
  • Worst-Skew Late Latency: 0.51 ns
  • Clock sink total: approximately 260
  • CTS tree: done
  • Clock Path Buffers: 3
  • CTS Buf Count: 25
  • CTS H-tree lvls: 1
  • Root Buffer: clkbuf_16
  • Cts hold-fix bufs: 0
  • CTS clk-pin slew, worst paths: 0.06 ns
  • Setup repair bufs after CTS: 0
  • Post_cts resized: 0

Floorplan
  • Site row count: 52
  • Top Ports: 2
  • DIE AREA: 21,200 sq um
  • Initial Util: a little under a third
  • Die height: 146 microns
  • Die width: roughly 150 microns
  • Core area: 20,200 sq um

Flow run
  • OpenROAD warnings: 25
  • Max-Cap Viols: 0

Synth
  • Post-Synthesis Cells: around 410
  • YS chip area: approximately 6200 sq um
  • Ys flop type: dfxtp_1
  • Warnings, synthesis: 1
  • Flops after synth: 257
  • Post-synth ARST share: 0%
  • Distinct lib cells: 24
  • Area share, top type: 82.9%
  • # Cells Yosys: around 400
  • EDFF count, synth: 1
  • Cell type with the largest total area: dfxtp_1
  • Top cells, area: dfxtp_1 (83%), nor4_1 (6.2%), nand4_1 (1.8%)
  • Cell Area, Synth: 6180 sq um
  • Seq/Total Area, Yosys: roughly 83%
  • Syn Area/Cell: about 15 sq um

Outcome
  • Run status: finished, final reports clean
-- worst reg2reg max path: stages (launching register included) --
cell and delay [ns]:
dfxtp_1 0.30, nor4_1 0.32, nand4_1 0.15, or4_1 0.70, nand3b_4 0.34, or2_2 0.35
-- cells in the mapped netlist (2+ instances only) --
master     n
dfxtp_1  256
nor4_1    61
nand4_1   18
nor3_1    11
nor3_2    10
xnor2_1    9
nand3_1    8
xor2_1     7
nand2_1    6
inv_1      5
nor2_1     4
or4_1      3
buf_6      2
nor4_2     2
-- power groups by stage --
stage     Sequential, mW  Combinational [mW]  Clock (mW)
6_report            3.40              0.0409        2.74
5_1_grt             3.42              0.0582        2.98
4_1_cts             3.41              0.0434        2.84
-- metal layers --
layer	part of all wire, %	global-route usage, %	vias up
met3	5.4	2.14	23
met1	51	10.3	1280
met5	0	0	-
met2	39	10.5	36
met4	3.9	2.53	0
li1	-	-	1755
-- final timing paths --
check / start / end / slack (ns)
min: contador[0] / contador[0] / 0.50
max reg2reg: contador[231] / reloj_reducido / 0.83
max: contador[231] / reloj_reducido / 0.83
min reg2reg: contador[0] / contador[0] / 0.50
-- cells by family (layout without fill, tap and decap cells) --
logic type / Yosys count / after routing / share of synthesized area, %
xor gates and xnor gates: 16 / 16 / 2.27
AOI/OAI and AO/OA: 2 / 2 / 0.162
DFF: 257 / 257 / 83.4
buffers and inverters: 8 / 52 / 0.729
and+or+nand+nor: 127 / 127 / 13.2
other: 1 / 238 / 0.0607
adders and majority gates: 1 / 1 / 0.202
-- state kept, by name (all words and copies together) (netlist names) --
name,cells
contador,256
reloj_reducido,1
-- layout make-up --
class                      count  area share (%)
multi-input combinational    384            22.8
inverter                       5           0.229
clock buffer                  37            9.14
tap                          270            4.11
clock inverter                 8           0.716
sequential                   257            62.8
timing repair buffer           2           0.213
-- cells in the final DEF, fill, tap and decap left out, types with 5 or more instances in the layout --
master	instances
conb_1	238
nor3_2	10
nor3_1	11
inv_1	5
xnor2_1	9
nand2_1	6
nand3_1	8
dfxtp_1	256
clkbuf_8	8
nand4_1	18
clkbuf_16	25
xor2_1	7
nor4_1	61
No activity file was given, so power comes from the tool's default toggle rates.
