[/design/flow/run.sh]
#!/bin/bash
# OpenROAD 26Q1-2900-gdf79404cd8, Yosys 0.63+post, stock flow scripts
make -C /OpenROAD-flow-scripts/flow DESIGN_CONFIG=/design/flow/config.mk WORK_HOME=/design/flow/orfs finish
[/design/flow/config.mk]
export PLATFORM = sky130hd
export DESIGN_NAME = array_rom
export DESIGN_NICKNAME = array_rom
export VERILOG_FILES = /design/flow/design.v
export SDC_FILE = /design/flow/constraint.sdc
export NUM_CORES = 4
export LEC_CHECK = 1
export CORE_AREA = 10 10 70 70
export DIE_AREA = 0 0 80 80
[/design/flow/constraint.sdc]
current_design array_rom

set clk_period 1.8
set clk_io_pct 0.2

create_clock -name clk0 -period $clk_period

set non_clock_inputs [all_inputs -no_clocks]
set_input_delay [expr $clk_period * $clk_io_pct] -clock clk0 $non_clock_inputs
set_output_delay [expr $clk_period * $clk_io_pct] -clock clk0 [all_outputs]
[/design/flow/design.v]
`timescale 1ns / 1ps
module array_rom(
    address,
	 data,
	 clk
	 );
	 input [7:0] address;
	 input clk;
	 output reg [7:0] data;
	 reg [7:0] memory [199:0]; 
	 initial begin 
	 memory[0] = 0;
	 memory[1] = 1;
	 memory[2] = 2;
	 memory[3] = 3;  
	 memory[4] = 4;
	 memory[5] = 5;
	 memory[6] = 6;
	 memory[7] = 7;
	 memory[8] = 8;
	 memory[9] = 9;
	 memory[10] = 3;  
	 memory[11] = 11;
	 memory[12] = 12;
	 memory[13] = 13;
	 memory[14] = 14;
	 memory[15] = 15;
	 memory[16] = 16;
	 memory[17] = 17;
	 memory[18] = 18;
	 memory[19] = 19;
	 memory[20] = 3;  
	 memory[21] = 21;
	 memory[22] = 22;
	 memory[23] = 23;
	 memory[24] = 24;
	 memory[25] = 25;
	 memory[26] = 26;
	 memory[27] = 27;
	 memory[28] = 28;
	 memory[29] = 29;
	 memory[30] = 3;  
	 memory[31] = 31;
	 memory[32] = 32;
	 memory[33] = 33;
	 memory[34] = 34;
	 memory[35] = 35;
	 memory[36] = 36;
	 memory[37] = 37;
	 memory[38] = 38;
	 memory[39] = 39;
	 memory[40] = 3;  
	 memory[41] = 41;
	 memory[42] = 42;
	 memory[43] = 43;
	 memory[44] = 44;
	 memory[45] = 45;
	 memory[46] = 46;
	 memory[47] = 47;
	 memory[48] = 48;
	 memory[49] = 49;
	 memory[50] = 3;  
	 memory[51] = 51;
	 memory[52] = 52;
	 memory[53] = 53;
	 memory[54] = 54;
	 memory[55] = 55;
	 memory[56] = 56;
	 memory[57] = 57;
	 memory[58] = 58;
	 memory[59] = 59;
	 memory[60] = 60;
	 memory[61] = 61;
	 memory[62] = 62;
	 memory[63] = 63;
	 memory[64] = 64;
	 memory[65] = 65;
	 memory[66] = 66;
	 memory[67] = 67;
	 memory[68] = 68;
	 memory[69] = 69;
	 memory[70] = 70;
	 memory[71] = 71;
	 memory[72] = 72;
	 memory[73] = 73;
	 memory[74] = 74;
	 memory[75] = 75;
	 memory[76] = 76;
	 memory[77] = 77;
	 memory[78] = 78;
	 memory[79] = 79;
	 memory[80] = 80;
	 memory[81] = 81;
	 memory[82] = 82;
	 memory[83] = 83;
	 memory[84] = 84;
	 memory[85] = 85;
	 memory[86] = 86;
	 memory[87] = 87;
	 memory[88] = 88;
	 memory[89] = 89;
	 memory[90] = 3;  
	 memory[91] = 91;
	 memory[92] = 92;
	 memory[93] = 93;
	 memory[94] = 94;
	 memory[95] = 95;
	 memory[96] = 96;
	 memory[97] = 97;
	 memory[98] = 98;
	 memory[99] = 99;
	 memory[100] = 100;
	 memory[101] = 101;
	 memory[102] = 102;
	 memory[103] = 103;
	 memory[104] = 104;
	 memory[105] = 105;
	 memory[106] = 106;
	 memory[107] = 107;
	 memory[108] = 108;
	 memory[109] = 109;
	 memory[110] = 3;  
	 memory[111] = 111;
	 memory[112] = 112;
	 memory[113] = 113;
	 memory[114] = 114;
	 memory[115] = 115;
	 memory[116] = 116;
	 memory[117] = 117;
	 memory[118] = 118;
	 memory[119] = 119;
	 memory[120] = 3;  
	 memory[121] = 121;
	 memory[122] = 122;
	 memory[123] = 123;
	 memory[124] = 124;
	 memory[125] = 125;
	 memory[126] = 126;
	 memory[127] = 127;
	 memory[128] = 128;
	 memory[129] = 129;
	 memory[130] = 3;  
	 memory[131] = 131;
	 memory[132] = 132;
	 memory[133] = 133;
	 memory[134] = 134;
	 memory[135] = 135;
	 memory[136] = 136;
	 memory[137] = 137;
	 memory[138] = 138;
	 memory[139] = 139;
	 memory[140] = 3;  
	 memory[141] = 141;
	 memory[142] = 142;
	 memory[143] = 143;
	 memory[144] = 144;
	 memory[145] = 145;
	 memory[146] = 146;
	 memory[147] = 147;
	 memory[148] = 148;
	 memory[149] = 149;
	 memory[150] = 150;  
	 memory[151] = 151;
	 memory[152] = 152;
	 memory[153] = 153;
	 memory[154] = 154;
	 memory[155] = 155;
	 memory[156] = 156;
	 memory[157] = 157;
	 memory[158] = 158;
	 memory[159] = 159;
	 memory[160] = 160;
	 memory[161] = 161;
	 memory[162] = 162;
	 memory[163] = 163;
	 memory[164] = 164;
	 memory[165] = 165;
	 memory[166] = 166;
	 memory[167] = 167;
	 memory[168] = 168;
	 memory[169] = 169;
	 memory[170] = 170;
	 memory[171] = 171;
	 memory[172] = 172;
	 memory[173] = 173;
	 memory[174] = 174;
	 memory[175] = 175;
	 memory[176] = 176;
	 memory[177] = 177;
	 memory[178] = 178;
	 memory[179] = 179;
	 memory[180] = 3;  
	 memory[181] = 3;  
	 memory[182] = 3;  
	 memory[183] = 183;
	 memory[184] = 184;
	 memory[185] = 185;
	 memory[186] = 186;
	 memory[187] = 187;
	 memory[188] = 188;
	 memory[189] = 189;
	 memory[190] = 190;
	 memory[191] = 191;
	 memory[192] = 192;
	 memory[193] = 193;
	 memory[194] = 194;
	 memory[195] = 195;
	 memory[196] = 196;
	 memory[197] = 197;
	 memory[198] = 198;
	 memory[199] = 199;
	 end
	 always@(clk)
		begin
			data = memory[address];
		end
endmodule
==> impl_metrics.tcl <==
# metrics dict for downstream scripts
set metrics [dict create \
    hp-class "in -> out" \
    core_region_area_mm2 0.00342 \
    critPathKind "in -> out" \
    maxCapViolations 0 \
    sequential_cell_total 0 \
    yosys_area_um2 684 \
    drv_slew 0 \
    overflow 0 \
    worst_pin_slew_ns 0.376 \
    num_rows 21 \
    switching_share 0.456 \
    final_cells 193 \
    setup_ws_ns -0.0937 \
    internal_power_uw 171 \
    ir_drop_v 0.000139 \
    fp_util 0.200 \
    area_growth_pct 101 \
    synth_top_area_share 0.0731 \
    n_fill_cell 316 \
    comb_power_share 1.000 \
    clkPwrFrac 0 \
    ys_cells 98 \
    syn_area_per_cell_um2 6.98 \
    grt_pass1_wl_mm 4.82 \
    required_ns 1.44 \
    wl_per_cell_um 15.9 \
    rsz0062_at_grt "yes" \
    first_pass_iters 4 \
    start_kind "primary input" \
    fin_crit_ns 1.89 \
    drc 0 \
    p_leak_uw 0.000591 \
    top_cells_by_area "buf_2 (7.3%), nand2b_1 (6.4%), nand3b_1 (5.5%)" \
    crit_arrival_ns 1.53 \
    grt_max_degree 13 \
    power_density_mw_per_mm2 228 \
    clock.fmax_ghz 0.528 \
    place_ws_ns -0.922 \
    path_cells "buf_8 -> buf_6 -> nand3b_1 -> o32ai_4 -> nor3_2 -> o311ai_2 -> buf_2" \
    routed_wl_mm 3.07 \
    track_usage 0.0890 \
    synth_area_um2 684 \
    period_used_share 1.05 \
    holdWs_ns 1.09 \
    comb_area_um2 764 \
    synth_seq_share 0 \
    most_common_cell "buf_2" \
    synth-warning-count 1 \
    antenna_found_initial 0 \
    gp_congestion 0.895 \
    drtIter0Drc 53 \
    placedCellCount 175 \
    critPathMaxStageDelay_ns 0.26 \
    post-dp-hpwl_mm 1.71 \
    n_clock_buffer 0 \
    numPortBuffers 16 \
    final_antenna_net_count 0 \
    chipWidth_um 80 \
    warnings 35 \
    ctsHoldBuffers 0 \
    relSlewSlack 0.746 \
    insertedDiodeCount 0 \
    die_area_mm2 0.00640 \
    drive_above_1_share 0.660 \
    seq_area_um2 0 \
    finalHoldViolations 0 \
    crit_fanout 5 \
    num_vias 1022 \
    p_sw_uw 144 \
    finalSetupViolCount 3 \
    synth_cell_types 41 \
    status "finished with violations" \
    crit_family "AND-OR/OR-AND gates" \
    slowest_stage "nand3b_1" \
    grt_pass1_vias 1013 \
    violations "negative setup slack" \
    path_depth 7 \
    syn_inst 98 \
    critPathBufInv 3 \
    hold_depth 4 \
    ys_top_cells_by_count "buf_2 (10), nand2b_1 (7), o21ai_0 (7)" \
    cp-end-kind "output port" \
    io_pins 17 \
    seqPwrFrac 0 \
    die_h_um 80 \
    top_area_cell "buf_2" \
    detail_route.vias_per_cell 5.30 \
]
through the flow:
step                instance area, um2  setup TNS [ns]  utilization  power (uW)
floorplan                          684               0            -         119
global placement                  1030           -6.29        0.302         219
detailed placement                1030           -6.44        0.302         220
CTS                               1300          -0.518        0.380         281
global route                      1380          -0.551        0.404         337
finish                            1380          -0.205        0.404         315
cells in the final DEF, fill, tap and decap left out, types with 3 or more instances in the layout:
cell and count:
nand2b_1 5, buf_4 31, nor2_1 3, nand3b_1 5, a21oi_1 5, buf_6 18, o21ai_1 6, nand2_1 5
o21ai_0 3, nor2_2 3, buf_2 9
final timing paths:
check                  to        from  slack, ns
setup / recovery  data[0]  address[3]      -0.09
hold / removal    data[1]  address[2]       1.09
tightest hold or removal path: stages:
cell,delay [ns]
buf_12,0.09
a31oi_2,0.08
o21ai_1,0.10
buf_2,0.10
layout make-up:
cell class / count / area share
Inverter: 3 / 0.0118
Multi-Input combinational cell: 81 / 0.554
Tap cell: 46 / 0.0417
Timing Repair Buffer: 63 / 0.392
kinds of logic after synthesis:
| group | after synthesis | synth area share |
|---|---|---|
| compound gates | 36 | 0.397 |
| xor+xnor | 2 | 0.0366 |
| buf+inv | 17 | 0.146 |
| mux | 2 | 0.0329 |
| simple gates | 41 | 0.388 |
power by group through the flow:
stage	combinational (uW)	sequential (uW)	clock, uW
CTS	281	0	0
global route	337	0	0
finish	315	0	0
what timing repair did:
item	CTS	global route
setup buffers	14	4
cloned	2	0
gates resized	98	31
setup endpoints to repair	8	8
pin swaps	19	16
metal layers:
metal  share of wire  vias up  wire (um)  global-route usage
li1                -      481          -                   -
met1            0.48      500       1460               0.128
met2            0.46       37       1420               0.144
met3           0.052        4        159              0.0102
met4          0.0098        0         30             0.00352
met5               0        -          0                   0
Power and IR drop assume default switching activity.
